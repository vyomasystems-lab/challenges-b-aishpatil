## design/flow/design.v

```verilog
module mux(sel,inp0, inp1, inp2, inp3, inp4, inp5, inp6, inp7, inp8, 
           inp9, inp10, inp11, inp12, inp13, inp14, inp15, inp16, inp17,
           inp18, inp19, inp20, inp21, inp22, inp23, inp24, inp25, inp26,
           inp27, inp28, inp29, inp30, out);
  input [4:0] sel;
  input [1:0] inp0, inp1, inp2, inp3, inp4, inp5, inp6,
            inp7, inp8, inp9, inp10, inp11, inp12, inp13, 
            inp14, inp15, inp16, inp17, inp18, inp19, inp20,
            inp21, inp22, inp23, inp24, inp25, inp26,
            inp27, inp28, inp29, inp30;
  output [1:0] out;
  reg [1:0] out;
  always @(sel or inp0  or inp1 or  inp2 or inp3 or inp4 or inp5 or inp6 or
            inp7 or inp8 or inp9 or inp10 or inp11 or inp12 or inp13 or 
            inp14 or inp15 or inp16 or inp17 or inp18 or inp19 or inp20 or
            inp21 or inp22 or inp23 or inp24 or inp25 or inp26 or inp27 or 
            inp28 or inp29 or inp30 )
  begin
    case(sel)
      5'b00000: out = inp0;  
      5'b00001: out = inp1;  
      5'b00010: out = inp2;  
      5'b00011: out = inp3;  
      5'b00100: out = inp4;  
      5'b00101: out = inp5;  
      5'b00110: out = inp6;  
      5'b00111: out = inp7;  
      5'b01000: out = inp8;  
      5'b01001: out = inp9;  
      5'b01010: out = inp10;
      5'b01011: out = inp11;
      5'b01100: out = inp12;           
      5'b01101: out = inp13;           
      5'b01110: out = inp14;
      5'b01111: out = inp15;
      5'b10000: out = inp16;
      5'b10001: out = inp17;
      5'b10010: out = inp18;
      5'b10011: out = inp19;
      5'b10100: out = inp20;
      5'b10101: out = inp21;
      5'b10110: out = inp22;
      5'b10111: out = inp23;
      5'b11000: out = inp24;
      5'b11001: out = inp25;
      5'b11010: out = inp26;
      5'b11011: out = inp27;
      5'b11100: out = inp28;
      5'b11101: out = inp29;
      5'b11110: out = inp30;           
      default: out = 0;
    endcase
  end
endmodule 
```

## design/flow/run.sh

```bash
#!/bin/bash
# OpenROAD 26Q1-2900-gdf79404cd8, Yosys 0.63+post, stock flow scripts
make -C /OpenROAD-flow-scripts/flow DESIGN_CONFIG=/design/flow/config.mk WORK_HOME=/design/flow/orfs finish
```

## design/flow/config.mk

```make
export PLATFORM = sky130hd
export DESIGN_NAME = mux
export DESIGN_NICKNAME = mux
export VERILOG_FILES = /design/flow/design.v
export SDC_FILE = /design/flow/constraint.sdc
export NUM_CORES = 4
export LEC_CHECK = 1
export CORE_AREA = 10 10 89 89
export DIE_AREA = 0 0 99 99
```

## design/flow/constraint.sdc

```tcl
current_design mux

set clk_period 3.2
set clk_io_pct 0.2

create_clock -name clk0 -period $clk_period

set non_clock_inputs [all_inputs -no_clocks]
set_input_delay [expr $clk_period * $clk_io_pct] -clock clk0 $non_clock_inputs
set_output_delay [expr $clk_period * $clk_io_pct] -clock clk0 [all_outputs]
```

==> results.sh <==
# yosys + openroad results
export IMPL_status="completed"
export IMPL_worstSetupEndpointType="primary output"
export IMPL_finalCritPeriodShare_pct=96.3
export IMPL_hold_viol=0
export IMPL_synthCells=96
export IMPL_synth_area_sq_um=697
export IMPL_viasPerCell=4.26
export IMPL_relSlewSlack_pct=72.9
export IMPL_crit_slowest_cell="or4_1"
export IMPL_syn_to_final_growth_pct=133
export IMPL_pin_count=69
export IMPL_grt_pass1_vias=1213
export IMPL_setup_slack_ns=0.119
export IMPL_lay_top_count="clkdlybuf4s50_1"
export IMPL_drv_slew=0
export IMPL_ys_top_logic_family="AND-OR/OR-AND gates"
export IMPL_aoi_share_pct=33.6
export IMPL_wl_per_cell_microns=15.4
export IMPL_die_w_microns=99
export IMPL_clkbuf_count=0
export IMPL_pre_cts_slack_ns=-0.388
export IMPL_grt_usage_pct=7.61
export IMPL_stdcell_count=254
export IMPL_path_class="primary input to primary output"
export IMPL_warnings=32
export IMPL_mux_share_pct=25.5
export IMPL_ant_nets=0
export IMPL_fill_cells=630
export IMPL_ir_drop_mv=0.0429
export IMPL_routed_wl_mm=3.90
export IMPL_cap_viol_max_count=0
export IMPL_crit_arrival_ns=2.44
export IMPL_vias=1083
export IMPL_die_area_sq_um=9800
export IMPL_ctsHoldBuffers=0
export IMPL_io_buffers=69
export IMPL_yosys_area_sq_um=697
export IMPL_crit_fanout=6
export IMPL_gp_congestion=0.886
export IMPL_drt_pass1_iterations=4
export IMPL_grt_first_pass_wirelength_mm=6.18
export IMPL_initial_core_util_pct=11.6
export IMPL_drt_first_iter_violations=31
export IMPL_diodes=0
export IMPL_core_area_sq_um=5990
export IMPL_ys_cells=96
export IMPL_post_place_cells=253
export IMPL_comb_area_sq_um=643
export IMPL_synth_cell_types=41
export IMPL_die_h_microns=99
export IMPL_dp_hpwl_mm=3.49
export IMPL_lay_top_cells="clkdlybuf4s50_1 (62), buf_4 (21), mux2i_1 (11), nor2b_1 (6), nor2_1 (6)"
export IMPL_xor_share_pct=0
export IMPL_p_per_area_nw_per_um2=117
export IMPL_synth_seq_share_pct=0
export IMPL_antenna_found_initial=0
export IMPL_drc=0
export IMPL_rows=28
export IMPL_setup_viol=0
export IMPL_rsz0062_at_grt="false"
export IMPL_drive_above_1_share_pct=18.4
export IMPL_critPathMaxStageDelay_ns=0.52
export IMPL_synth_avg_cell_area_sq_um=7.26
export IMPL_hold_class="primary input to primary output"
export IMPL_grt_max_degree=14
export IMPL_gr_total_overflow=0
export IMPL_startpoint_type="primary input"
export IMPL_ff_count=0
export IMPL_fmax_mhz=325
export IMPL_crit_chain="clkdlybuf4s15_1 -> buf_6 -> nor2_1 -> a222oi_1 -> o21ai_1 -> or4_1 -> dlygate4sd2_1"
export IMPL_ys_warnings_count=1
export IMPL_period_needed_ns=3.08
export IMPL_tightest_slew_ns=0.406
export IMPL_p_leak_nw=0.623
export IMPL_flop_area_sq_um=0
export IMPL_crit_required_ns=2.56
export IMPL_ys_sh_adder_pct=0
export IMPL_ys_sh_simple_pct=32.3
[critical path, delay by kind of cell]
family | cells | cell delay [ns]
buffers and inverters | 3 | 0.65
AND/OR/NAND/NOR | 2 | 0.63
AND-OR/OR-AND | 2 | 0.53
[per-stage QoR]
| stage | hold WS [ns] | setup TNS, ns | power [mW] | utilization, % | area [sq um] |
|---|---|---|---|---|---|
| 4_1_cts | 2.23 | 0 | 0.192 | 27.0 | 1620 |
| 6_report | 2.08 | 0 | 0.189 | 27.1 | 1620 |
| 3_5_place_dp | 2.51 | -0.715 | 0.190 | 26.7 | 1600 |
| 2_1_floorplan | 1.50 | 0 | 0.0659 | - | 697 |
| 3_3_place_gp | 2.51 | -0.703 | 0.191 | 26.7 | 1600 |
| 5_1_grt | 2.16 | 0 | 0.206 | 27.1 | 1620 |
[routing by layer]
metal  track usage (%)  vias to the layer above  share of wire (%)  wire (microns)
met4                 0                        0                  0               0
met3              2.96                        0                 10             403
met5                 0                        -                  0               0
met2              13.0                       46                 45            1760
li1                  -                      562                  -               -
met1              9.39                      475                 44            1740
[what timing repair did]
action	in CTS	in global routing
setup buffers	1	0
resized	13	1
setup endpoints to repair	2	1
pin swaps	1	0
[logic make-up after synthesis]
kind of cell           after synthesis
buffers and inverters               11
multiplexers                        16
AND/OR/NAND/NOR                     36
AND-OR/OR-AND                       33
[synthesized netlist by cell type (all sizes together), types with 2 or more instances]
master / n / area share, %
nor3: 3 / 2.2
o22ai: 2 / 1.8
nand3: 4 / 2.9
buf: 8 / 7.0
mux2: 4 / 6.5
nor2: 6 / 3.2
a31oi: 5 / 4.5
or4: 2 / 2.2
o21ai: 6 / 4.3
nand2: 3 / 1.6
or3: 2 / 1.8
a22o: 2 / 2.5
nor4bb: 2 / 2.9
a21oi: 4 / 2.9
nor2b: 7 / 7.4
clkbuf: 2 / 1.1
nor3b: 2 / 2.2
mux2i: 11 / 16
a32oi: 3 / 3.8
[where the power goes]
part	total (mW)	switching, mW	internal [mW]
Sequential	0	0	0
Combinational	0.189	0.0627	0.126
Clock	0	0	0
[final timing paths]
kind	depth (start not counted)	from	to
max	7	sel[1]	out[0]
min	5	sel[1]	out[1]
[final cells by class]
cell class	count	area share, %
multi-input cells	85	39.7
repair buffers	93	54.3
well taps	75	5.79
inverters	1	0.231
No activity file was given, so power comes from the tool's default toggle rates.
