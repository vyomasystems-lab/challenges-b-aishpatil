$ cat design/flow/config.mk
export PLATFORM = sky130hd
export DESIGN_NAME = seq_detect_1011
export DESIGN_NICKNAME = seq_detect_1011
export VERILOG_FILES = /design/flow/design.v
export SDC_FILE = /design/flow/constraint.sdc
export NUM_CORES = 4
export LEC_CHECK = 1
export CORE_AREA = 10 10 70 70
export DIE_AREA = 0 0 80 80
$ cat design/flow/constraint.sdc
current_design seq_detect_1011

set clk_period 1.0
set clk_io_pct 0.2

create_clock -name clk0 -period $clk_period [get_ports {clk}]

set non_clock_inputs [all_inputs -no_clocks]
set_input_delay [expr $clk_period * $clk_io_pct] -clock clk0 $non_clock_inputs
set_output_delay [expr $clk_period * $clk_io_pct] -clock clk0 [all_outputs]
$ cat design/flow/design.v
module seq_detect_1011(seq_seen, inp_bit, reset, clk);
  output seq_seen;
  input inp_bit;
  input reset;
  input clk;
  parameter IDLE = 0,
            SEQ_1 = 1, 
            SEQ_10 = 2,
            SEQ_101 = 3,
            SEQ_1011 = 4;
  reg [2:0] current_state, next_state;
  assign seq_seen = current_state == SEQ_1011 ? 1 : 0;
  always @(posedge clk)
  begin
    if(reset)
    begin
      current_state <= IDLE;
    end
    else
    begin
      current_state <= next_state;
    end
  end
  always @(inp_bit or current_state)
  begin
    case(current_state)
      IDLE:
      begin
        if(inp_bit == 1)
          next_state = SEQ_1;
        else
          next_state = IDLE;
      end
      SEQ_1:
      begin
        if(inp_bit == 1)
          next_state = SEQ_1;       
        else
          next_state = SEQ_10;
      end
      SEQ_10:
      begin
        if(inp_bit == 1)
          next_state = SEQ_101;
        else
          next_state = IDLE;
      end
      SEQ_101:
      begin
        if(inp_bit == 1)
          next_state = SEQ_1011;
        else
          next_state = SEQ_10;             
      end
      SEQ_1011:
      begin
        if(inp_bit == 1)                   
          next_state<= SEQ_1;
        else
          next_state<=SEQ_10;
      end
    endcase
  end
endmodule
$ cat design/flow/run.sh
#!/bin/bash
# OpenROAD 26Q1-2900-gdf79404cd8, Yosys 0.63+post, stock flow scripts
make -C /OpenROAD-flow-scripts/flow DESIGN_CONFIG=/design/flow/config.mk WORK_HOME=/design/flow/orfs finish
==> impl_metrics.json <==
{
  "io_pins": 4,
  "warnings": 27,
  "start_kind": "flop",
  "ys_ff": 6,
  "grt_max_degree": 7,
  "power_leakage_uw": 0.0001210,
  "syn_avg_cell_area_sq_um": 10.57,
  "drtIter0Drc": 9,
  "cts_max_path_buffers": 2,
  "hpwl_um": 320.8,
  "gp_congestion": 0.7682,
  "worst_pin_slew_ps": 221.7,
  "path_cells": "nor3b_4 > buf_2",
  "cts-buffers-inserted": 3,
  "violations": "setup timing",
  "slowest_stage": "dfxtp_2",
  "worst_slack_ps": -55.17,
  "ys_sh_adder_pct": 0,
  "post-place-cells": 70,
  "ys_area_sq_um": 190.2,
  "max_freq_ghz": 0.9477,
  "finalHoldWorstSlack_ps": 577.9,
  "n_fill_cell": 404,
  "hold_viol_final": 0,
  "max_cap_violations": 0,
  "synthCells": 18,
  "root_buffer": "clkbuf_4",
  "crit_type": "reg -> out",
  "num_rows": 21,
  "port_buffers": 3,
  "vdd_drop_max_uv": 189.1,
  "firstDrtPassIters": 2,
  "die_area_sq_mm": 0.006400,
  "setup_violations": 1,
  "wl_per_cell_um": 5.689,
  "drt_wl_total_um": 421,
  "num_antenna_cells": 0,
  "ff_type": "dlxtn_1",
  "topCombFamilyByArea": "simple AND/OR/NAND/NOR gates",
  "grt_pass1_wl_um": 752,
  "topCellsByArea": "dfxtp_1 32%, dlxtn_1 24%, nor3b_1 12%",
  "fin_setup_tns_ps": -55.17,
  "hold_start": "reset",
  "fin_crit_sh_pct": 105.5,
  "avgViaCountPerCell": 2.122,
  "cts_max_level": 1,
  "drc_errors": 0,
  "cp.required_ps": 800,
  "yosys_warnings": 1,
  "synth_cell_type_count": 9,
  "mux_area_share_pct": 0,
  "route.antenna.remaining_nets": 0,
  "ys_sh_simple_pct": 36.84,
  "relSlewSlack_pct": 85.02,
  "power_density_mw_per_mm2": 1040,
  "crit_arrival_ps": 860,
  "die_height_um": 80,
  "edf_count": 0,
  "final_cell_count_no_fill": 74,
  "synth_stat.cells": 18,
  "cts_tree": "done",
  "cpPeakStageDelay_ps": 320,
  "power_uw": 350.2,
  "crit_path_max_fanout": 2,
  "ys_top_cells_by_count": "3 x dfxtp_1, 3 x dlxtn_1, 3 x nor2b_1, 3 x nor3b_1, 2 x o21a_1",
  "untimed_endpoints": 3,
  "rsz0062_at_grt": "true",
  "period_minus_slack_ps": 1055,
  "outcome": "finished, violations left",
  "xor_share_pct": 0,
  "hold-path-endpoint": "current_state[2]$_SDFF_PP0_",
  "grt_pass1_vias": 181,
  "async_flop_share_pct": 0,
  "grt_usage_pct": 1.460,
  "gr-total-overflow": 0,
  "die_x_um": 80,
  "hold_path_class": "in -> reg",
  "final_layout_size_suffix_gt1_share_pct": 39.29,
  "endpoint_kind": "output pin",
  "hold_depth": 2,
  "clkTransAtPathRegs_ps": 40,
  "vias": 157,
  "core_sq_mm": 0.003416,
  "top_area_share_pct": 31.58,
  "top_area_cell": "dfxtp_1",
  "aoi_share_pct": 7.895,
  "antenna_found_initial": 0,
  "post_cts_buffers": 0,
  "fp_util_pct": 5.568,
  "maxSlewViolCount": 0,
  "synthesis.area_sq_um": 190.2,
  "syn_to_final_growth_pct": 76.97,
  "unclocked_regs": 3
}
[critical path: cells and delay by family (launching register included)]
kind,cells,cell delay (ps)
DFF,1,320
and+or+nand+nor,1,190
buffers and inverters,1,120
[metrics by stage]
stage / setup slack (ps) / utilization, % / cell area [sq um]
CTS: -92.33 / 9.817 / 335.3
detailed placement: -328.9 / 8.791 / 300.3
global placement: -342.9 / 8.791 / 300.3
global route: -106.7 / 9.853 / 336.6
finish: -55.17 / 9.853 / 336.6
floorplan: 299.5 / - / 190.2
[layout make-up]
type / instances / area [sq um] / share of cell area [%]
Sequential cell: 6 / 108.9 / 32.34
Multi-Input combinational cell: 12 / 96.34 / 28.62
Tap cell: 46 / 57.56 / 17.10
Timing Repair Buffer: 6 / 47.55 / 14.13
Clock buffer: 4 / 26.28 / 7.807
[flip-flops by register name, indices dropped and copies added (netlist names)]
| name | count |
|---|---|
| next_state | 3 |
| current_state | 3 |
[worst max path at each step]
stage / from / end / slack (ps) / depth (start not counted)
CTS: current_state[0]$_SDFF_PP0_ / seq_seen / -90 / 2
finish: current_state[1]$_SDFF_PP0_ / seq_seen / -60 / 2
global route: current_state[1]$_SDFF_PP0_ / seq_seen / -110 / 2
[cell usage in the layout (no fill, tap or decap), drive strengths merged]
cell type	instances
clkdlybuf4s50	2
nor4b	1
nor3b	3
clkbuf	4
nand2	1
dfxtp	3
o21a	2
buf	4
nor4bb	1
nor2b	3
or3	1
dlxtn	3
[logic make-up (layout without fill, tap and decap cells)]
group,Yosys count,in the layout
simple gates,10,10
flops,3,3
latches,3,3
compound gates,2,2
buf+inv,0,10
[power by group]
group	internal [uW]	switching (uW)
Sequential	123	1.38
Combinational	12.7	6.86
Clock	149	57.2
[per-layer routing]
| layer | vias to the layer above | wire [um] | track usage (%) |
|---|---|---|---|
| li1 | 83 | - | - |
| met1 | 68 | 146 | 1.200 |
| met2 | 4 | 241 | 2.809 |
| met3 | 2 | 8 | 0.4545 |
| met4 | 0 | 24 | 1.056 |
| met5 | - | 0 | 0 |
[repair_timing]
item,in CTS,in global routing
gates resized,7,1
pin swaps,1,1
hold buffers,0,0
setup endpoints to repair,1,1
